<file path="/design/flow/design.v">
module ALU #(
    parameter REGF_WIDTH = 32
) (
    input [REGF_WIDTH-1:0] op1,
    input [REGF_WIDTH-1:0] op2,
    input [3:0] alu_ctrl,
    output logic [REGF_WIDTH-1:0] alu_result,
    output logic zero,
    output logic less_signed,
    output logic less_unsigned
);
  always @(*) begin
    case (alu_ctrl)
      4'b0000: alu_result = $signed(op1) + $signed(op2);
      4'b0001: alu_result = $unsigned(op1) << $unsigned(op2);
      4'b0010: begin
        if ($signed(op1) < $signed(op2)) alu_result = 1;
        else alu_result = 0;
      end
      4'b0011: begin
        if ($unsigned(op1) < $unsigned(op2)) alu_result = 1;
        else alu_result = 0;
      end
      4'b0100: alu_result = op1 ^ op2;
      4'b0101: alu_result = $unsigned(op1) >> $unsigned(op2);
      4'b0110: alu_result = op1 | op2;
      4'b0111: alu_result = op1 & op2;
      4'b1000: alu_result = op1 - op2;
      4'b1101: alu_result = $signed(op1) >>> op2;
      default: alu_result = 0;
    endcase
    if (alu_result == 32'd0) begin
      zero = 1;
    end else zero = 0;
    if ($signed(op1) < $signed(op2)) begin
      less_signed = 1;
    end else less_signed = 0;
    if ($unsigned(op1) < $unsigned(op2)) begin
      less_unsigned = 1;
    end else less_unsigned = 1;
  end
endmodule
</file>
<file path="/design/flow/run.sh">
#!/bin/bash
# OpenROAD 26Q1-2900-gdf79404cd8, Yosys 0.63+post, stock flow scripts
make -C /OpenROAD-flow-scripts/flow DESIGN_CONFIG=/design/flow/config.mk WORK_HOME=/design/flow/orfs finish
</file>
<file path="/design/flow/config.mk">
export PLATFORM = sky130hd
export DESIGN_NAME = ALU
export DESIGN_NICKNAME = ALU
export VERILOG_FILES = /design/flow/design.v
export SDC_FILE = /design/flow/constraint.sdc
export NUM_CORES = 4
export LEC_CHECK = 1
export CORE_UTILIZATION = 40
</file>
<file path="/design/flow/constraint.sdc">
current_design ALU

set clk_period 18.7
set clk_io_pct 0.2

create_clock -name clk0 -period $clk_period

set non_clock_inputs [all_inputs -no_clocks]
set_input_delay [expr $clk_period * $clk_io_pct] -clock clk0 $non_clock_inputs
set_output_delay [expr $clk_period * $clk_io_pct] -clock clk0 [all_outputs]
</file>
==> impl_metrics.env <==
# flow metrics
export IMPL_status="finished, final reports clean"
export IMPL_grt_pass1_wl_mm=82.83
export IMPL_layout_drive_gt1_share=0.1084
export IMPL_worstPathMaxFanout=43
export IMPL_grt_pass1_vias=11900
export IMPL_worstMarginPinSlew_ns=1.050
export IMPL_first_pass_iters=6
export IMPL_syn_to_final_growth_pct=13.03
export IMPL_cap_violations=0
export IMPL_required_ns=14.96
export IMPL_die_w_um=161.9
export IMPL_synth_area_top_cells="mux4_2, ha_1, nand2_1, nor2_1, a21oi_1"
export IMPL_finalHoldViolCount=0
export IMPL_chip_area_sq_um=26210
export IMPL_vias=13000
export IMPL_endpoint_kind="output pin"
export IMPL_postSynthAreaPerCell_sq_um=6.962
export IMPL_grt_overflow_total=0
export IMPL_critPathKind="in -> out"
export IMPL_crit_buf_inv=5
export IMPL_powerDensity_nw_per_um2=31.00
export IMPL_fin_ws_ns=5.586
export IMPL_synthAoiAreaFrac=0.3375
export IMPL_adder_share=0.1214
export IMPL_ys_cells=1469
export IMPL_ys_seq_share=0
export IMPL_netlist_instances=1469
export IMPL_yosys_area_sq_um=10230
export IMPL_cp_data_arrival_time_ns=9.37
export IMPL_synth_distinct_cells=86
export IMPL_top_logic_kind="AND-OR/OR-AND gates"
export IMPL_diodes=0
export IMPL_hold_path_class="in -> out"
export IMPL_warnings=96
export IMPL_synthSimpleGateAreaFrac=0.2525
export IMPL_fp_utilization=0.4073
export IMPL_n_fill_cell=2641
export IMPL_cp_start_kind="input pin"
export IMPL_vdd_drop_max_mv=0.01800
export IMPL_dp_hpwl_mm=44.96
export IMPL_fp_coreArea_sq_um=25110
export IMPL_io_pins=103
export IMPL_logic_area_sq_um=9420
export IMPL_drt_iter0_drc=1868
export IMPL_post_cts_resize_count=0
export IMPL_fin_crit_ns=13.11
export IMPL_setup_violations=0
export IMPL_p_leak_nw=4.561
export IMPL_crit_slowest_cell="nor4_1"
export IMPL_pre_cts_slack_ns=5.812
export IMPL_yosysWarnings=1
export IMPL_wirelength_mm=56.93
export IMPL_worstPathCellList="clkdlybuf4s50_1, buf_4, clkinv_1, buf_4, ha_1, nor2_1, a221oi_1, a211oi_2, nor4_1, o21bai_1, a31oi_1, o221a_2, o21ai_0, a211oi_1, nand4_1, nor3b_2, clkdlybuf4s50_1"
export IMPL_slowest_delay_ns=0.74
export IMPL_yosysTopAreaCell="mux4_2"
export IMPL_top_cell_area_share=0.1387
export IMPL_rows=58
export IMPL_regArea_sq_um=0
export IMPL_antenna_found_initial=2
export IMPL_finalCritPeriodShare=0.7013
export IMPL_synth_area_sq_um=10230
export IMPL_io_buffer_count=102
export IMPL_track_usage=0.4398
export IMPL_detail_route_wl_per_cell_um=31.06
export IMPL_vias_per_cell=7.093
export IMPL_nClkBuffers=0
export IMPL_seq_cells=0
export IMPL_critical_path_top_delay_family="AND-OR/OR-AND gates"
export IMPL_slew_headroom=0.2822
export IMPL_drv_slew=0
export IMPL_postCtsSetupRepairBufs=0
export IMPL_fmax_mhz=76.25
export IMPL_antenna_left=0
export IMPL_postCtsHoldBufs=0
export IMPL_tns_ns=0
export IMPL_grt_max_degree=60
export IMPL_drc_errors=0
export IMPL_place_gp_congestion=1.123
export IMPL_die_height_um=161.9
export IMPL_rsz0062_at_grt="no"
export IMPL_ys_sh_mux=0.1920
export IMPL_ys_sh_xor=0.01541
-- final timing paths --
kind,start,to,slack [ns],depth (start not counted)
setup / recovery,op2[4],zero,5.59,17
hold / removal,alu_ctrl[0],alu_result[2],8.60,4
-- cell families (layout without fill, tap and decap cells) --
family          after synthesis  count (layout)
mux                         116             116
simple gates                528             528
buf+inv                     214             248
xor+xnor                     18              18
fa+ha+maj                    98              98
compound gates              494             494
other cells                   1               1
-- where the power goes --
group / switching, mW / internal [mW] / leakage (nW)
Clock: 0 / 0 / 0
Combinational: 0.222 / 0.137 / 4.56
Sequential: 0 / 0 / 0
Total: 0.222 / 0.137 / 4.56
-- tightest hold or removal path, cell delays in order --
cell and delay [ns]:
buf_2 0.24, a31oi_1 0.26, nand3_1 0.17, clkdlybuf4s50_1 0.43
-- synthesized netlist by cell type, types with 16 or more instances --
| cell type | n |
|---|---|
| a221oi_1 | 21 |
| mux4_2 | 63 |
| ha_1 | 96 |
| a211oi_1 | 32 |
| mux2i_1 | 42 |
| nor4_1 | 18 |
| inv_1 | 95 |
| o21ai_0 | 88 |
| clkbuf_1 | 82 |
| nand2b_1 | 20 |
| buf_2 | 16 |
| nand3_1 | 43 |
| nand2_1 | 144 |
| or3_1 | 18 |
| a31oi_1 | 18 |
| nor3_1 | 46 |
| a22oi_1 | 17 |
| o211ai_1 | 26 |
| xnor2_1 | 16 |
| a21oi_1 | 101 |
| o31ai_1 | 17 |
| nor2_1 | 136 |
-- final cells by class --
| type | count | share of cell area |
|---|---|---|
| Multi-Input combinational cell | 1255 | 0.8149 |
| Inverter | 100 | 0.03247 |
| Timing Repair Buffer | 148 | 0.1169 |
| Tap cell | 330 | 0.03572 |
-- per-stage QoR --
stage | instance area (sq um) | cells | hold WS, ns | utilization | total power [mW]
3_3_place_gp | 11560 | 1833 | 8.553 | 0.4604 | 0.3455
3_5_place_dp | 11560 | 1833 | 8.551 | 0.4604 | 0.3437
2_1_floorplan | 10230 | 1469 | 7.738 | - | 0.2061
6_report | 11560 | 1833 | 8.602 | 0.4604 | 0.3584
4_1_cts | 11560 | 1833 | 8.553 | 0.4604 | 0.3460
5_1_grt | 11560 | 1833 | 8.579 | 0.4604 | 0.3786
-- routing by layer --
| metal | global-route usage | routed length [um] |
|---|---|---|
| met5 | 0 | 23 |
| met4 | 0.1304 | 2153 |
| met3 | 0.1295 | 7130 |
| met2 | 0.6340 | 24000 |
| met1 | 0.6362 | 23620 |
-- layout by cell type, fill, tap and decap left out, types with 9 or more instances in the layout --
cell             count
nand3_1             43
o211ai_1            26
xnor2_1             16
nor4_1              18
a21o_1              15
or3_1               18
o31ai_1             17
a211oi_1            32
nand4_1             15
ha_1                96
mux4_2              63
o21ai_0             88
a211o_1             14
buf_4               48
nor2_1             135
o21a_1               9
a221oi_1            21
and2_1              13
or4_1               12
nand2b_1            20
a21oi_1            101
nor2b_1             14
nand2_1            144
mux2i_1             42
and3_1              12
mux2_2              11
a221o_1             12
inv_1               95
a31oi_1             18
a22oi_1             17
clkdlybuf4s50_1     98
or2_2                9
nor3_1              44
Power figures rest on the tool's default switching activity, not on a simulated workload.
