**flow/constraint.sdc**
```tcl
current_design wdata_logic

set clk_period 15.1
set clk_io_pct 0.2

create_clock -name clk0 -period $clk_period

set non_clock_inputs [all_inputs -no_clocks]
set_input_delay [expr $clk_period * $clk_io_pct] -clock clk0 $non_clock_inputs
set_output_delay [expr $clk_period * $clk_io_pct] -clock clk0 [all_outputs]
```
**flow/run.sh**
```bash
#!/bin/bash
# OpenROAD 26Q1-2900-gdf79404cd8, Yosys 0.63+post, stock flow scripts
make -C /OpenROAD-flow-scripts/flow DESIGN_CONFIG=/design/flow/config.mk WORK_HOME=/design/flow/orfs finish
```
**flow/design.v**
```verilog
module wdata_logic#(parameter PC_Size = 32, REGF_WIDTH = 32)(
    input [6:0] instruction,
    input [PC_Size-1:0] current_pc,
    input [REGF_WIDTH-1:0] imm,
    input [REGF_WIDTH-1:0] alu_result,
    input [REGF_WIDTH-1:0]rdata,
    input mem_to_reg,
    output logic [REGF_WIDTH-1:0] wdata
    );
    always @(*) begin
  if (instruction[6:0] == 7'b110_0111) begin   
       wdata = current_pc + 4;
    end else if (instruction[6:0] == 7'b001_0111) begin   
      wdata = current_pc + (imm [31:12]);
    end else if (instruction[6:0] == 7'b011_0111) begin   
      wdata = imm [31:12];
      wdata = wdata << 12;
    end else if (instruction[6:0] == 7'b110_1111) begin  
      wdata = current_pc + 4;
    end else begin 
      wdata = mem_to_reg ? rdata : alu_result;
    end
  end
endmodule
```
**flow/config.mk**
```make
export PLATFORM = sky130hd
export DESIGN_NAME = wdata_logic
export DESIGN_NICKNAME = wdata_logic
export VERILOG_FILES = /design/flow/design.v
export SDC_FILE = /design/flow/constraint.sdc
export NUM_CORES = 4
export LEC_CHECK = 1
export CORE_UTILIZATION = 50
```
==> impl_metrics.yaml <==
# generated from flow reports
grt:
  antenna_found_initial: 0
  grt_overflow: 0
  grt_pass1_wl_um: 20300
  grt_pass1_vias: 4081
  grt_max_degree: 33
  grtUsageTotal_pct: 40.2
placement:
  place.gp.congestion: 1.00
  hpwl_um: 10500
  io_buffers: 156
  placed_cells: 702
timing:
  finalSetupViolations: 0
  rsz0062_at_grt: "no"
  slew-limit-headroom_pct: 36.2
  clock.fmax_mhz: 103
  hold_viol: 0
  worstMarginPinSlew_ns: 0.955
  period_minus_slack_ns: 9.68
  finalMaxSlewViolations: 0
  setup_tns_ns: 0
  fin_crit_sh_pct: 64.1
route:
  met2_length_um: 5360
  antenna_cells_inserted: 0
  post-route-drc-count: 0
  vias: 4565
  drt_wl_total_um: 13400
  drt_iter0_drc: 405
  post_drt_via_cell_ratio: 6.50
  wl_met1_um: 5400
  drt-wirelength-per-cell_um: 19.0
  drt-pass1-iter-count: 5
  highest_layer: "met4"
  route.met3.wl_um: 2230
  final_antenna_net_count: 0
hold_path:
  hold_class: "in -> out"
pwr:
  vdd_drop_max_v: 0.0000200
  p_total_uw: 143
  power_density_mw_per_mm2: 30.1
  leakage_uw: 0.00184
critical_path:
  path_common_cell: "clkdlybuf4s50_1"
  crit_arrival_ns: 6.66
  required_ns: 12.08
  startpoint_type: "primary input"
  path_class: "in -> out"
  cp_cell_sequence: "clkdlybuf4s50_1 -> and3b_1 -> and2_1 -> a21oi_1 -> a32oi_1 -> o221ai_1 -> a31o_2 -> o21ai_0 -> clkdlybuf4s50_1"
  cpMaxStageDelayCell: "clkdlybuf4s50_1"
  cp_slowest_stage_delay_ns: 0.83
  cp_max_fo: 15
  worstSetupEndpointType: "output port"
die:
  die_width_um: 81.6
  core_mm2: 0.00603
  die_h_um: 81.6
  rows: 28
  fp-utilization_pct: 52.6
  ios: 168
  chip_area_mm2: 0.00666
final_layout:
  drive_gt1_share_pct: 2.87
  ff_latch_area_um2: 0
  synthToLayoutAreaGrowth_pct: 49.2
  seq_cell_count: 0
  clock_buffers: 0
  fin_cells: 702
run:
  cap_violations: 0
  warnings: 45
clock_tree:
  cts_resized: 0
  cts_setup_buffers: 0
  holdBufCountCts: 0
synth:
  syn_inst: 498
  ys_area_mm2: 0.00317
  ys_seq_share_pct: 0
  netlist_area_mm2: 0.00317
  synth_warnings: 1
  yosysCellCount: 498
  synth.avg_cell_area_um2: 6.36
  ys_types: 64
run_status:
  status: "completed"
[per-stage QoR]
step	cell area (µm²)	utilization [%]	hold WS, ns	setup WS (ns)
5_1_grt	4730	78.5	7.07	5.24
3_5_place_dp	4730	78.5	7.00	5.57
2_1_floorplan	3170	-	6.07	7.15
6_report	4730	78.5	7.00	5.42
3_3_place_gp	4730	78.5	6.98	5.59
4_1_cts	4730	78.5	7.00	5.57
[worst max-delay path, delay by kind of cell]
family,cells,cell delay (ns)
buffers and inverters,2,1.32
AOI/OAI and AO/OA,5,1.26
and+or+nand+nor,2,1.05
[synthesized netlist by cell type, types with 4 or more instances]
cell,count,share of area (%)
nand2_1,61,7.2
a21oi_1,45,7.1
nor2_1,45,5.3
o21ai_0,37,5.8
mux2i_1,32,10
clkbuf_1,28,3.3
ha_1,21,8.3
xnor2_1,21,5.8
xor2_1,21,5.8
nand3_1,20,3.2
o22ai_1,14,2.8
nand4_1,13,2.6
nor3_1,13,2.1
a21o_1,8,1.9
inv_1,8,0.95
o21bai_1,8,1.9
o221ai_1,8,2.2
nand2b_1,7,1.4
and3_1,5,0.99
a211oi_1,4,0.95
a22oi_1,4,0.95
a31oi_1,4,0.79
a32oi_1,4,1.1
and2_1,4,0.79
and4_1,4,1.1
nor2b_1,4,0.79
o21ai_1,4,0.63
[per-layer routing]
metal	track usage [%]	vias to the layer above
li1	-	2129
met1	56.0	2016
met2	58.8	382
met3	13.8	38
met4	10.9	0
met5	0	-
[layout by cell type, fill, tap and decap left out, drive strengths merged, types with 8 or more instances in the layout]
| cell | netlist | routed |
|---|---|---|
| inv | 8 | 8 |
| nand3 | 20 | 20 |
| nand4 | 13 | 13 |
| xor2 | 21 | 21 |
| xnor2 | 21 | 21 |
| o21ai | 41 | 41 |
| o22ai | 14 | 14 |
| nand2 | 62 | 62 |
| o21bai | 8 | 8 |
| a21o | 8 | 8 |
| nor3 | 14 | 14 |
| mux2i | 32 | 32 |
| clkdlybuf4s50 | 0 | 155 |
| a21oi | 45 | 45 |
| ha | 21 | 21 |
| o221ai | 8 | 8 |
| nor2 | 45 | 45 |
[area by class of cell]
cell class,instances,area (µm²)
Timing Repair Buffer,160,1590
Tap cell,75,93.8
Fill cell,422,1300
Multi-Input combinational cell,459,3020
Inverter,8,30.0
[worst paths after layout]
| kind | start | endpoint | slack (ns) | cells after the start |
|---|---|---|---|---|
| setup / recovery | instruction[5] | wdata[23] | 5.42 | 9 |
| hold / removal | current_pc[0] | wdata[0] | 7.00 | 4 |
[cell families (layout without fill, tap and decap cells)]
family	Yosys count	after routing	share of synthesized area [%]
xor+xnor	42	42	11.6
compound gates	165	165	33.2
simple gates	195	195	30.4
buf+inv	39	168	4.74
mux	35	35	11.2
fa+ha+maj	22	22	8.92
[report_power, final]
| group | switching (µW) | leakage [µW] | total [µW] | internal (µW) |
|---|---|---|---|---|
| combinational | 64.5 | 0.00184 | 143 | 78.1 |
| clock | 0 | 0 | 0 | 0 |
| sequential | 0 | 0 | 0 | 0 |
| total | 64.5 | 0.00184 | 143 | 78.1 |
Power figures rest on the tool's default switching activity, not on a simulated workload.
