==> /design/flow/design.v <==
module PC_logic #(
    parameter PC_Size = 32,
    imm_Size = 32
) (
    input [PC_Size-1:0] current_pc,
    input [imm_Size-1:0] offset,
    input [imm_Size-1:0] alu_result,
    input [6:0] opcode,
    input pc_sel,
    output [PC_Size-1:0] next_pc
);
  logic [PC_Size-1:0] PC_add_4, PC_add_offset;
  logic [PC_Size-1:0] PC_is_alu;
  always @(*) begin
    case (opcode[3:2])
      2'b00:   PC_add_offset = current_pc + offset;
      2'b01:   PC_add_offset = alu_result;
      2'b10:   PC_add_offset = current_pc + offset;
      2'b11:   PC_add_offset = current_pc + offset;
      default: PC_add_offset = current_pc + offset;
    endcase
  end
  assign PC_add_4 = current_pc + 32'd4;
  assign next_pc  = pc_sel ? PC_add_offset : PC_add_4;
endmodule
==> /design/flow/run.sh <==
#!/bin/bash
# OpenROAD 26Q1-2900-gdf79404cd8, Yosys 0.63+post, stock flow scripts
make -C /OpenROAD-flow-scripts/flow DESIGN_CONFIG=/design/flow/config.mk WORK_HOME=/design/flow/orfs finish
==> /design/flow/config.mk <==
export PLATFORM = sky130hd
export DESIGN_NAME = PC_logic
export DESIGN_NICKNAME = PC_logic
export VERILOG_FILES = /design/flow/design.v
export SDC_FILE = /design/flow/constraint.sdc
export NUM_CORES = 4
export LEC_CHECK = 1
export CORE_UTILIZATION = 30
==> /design/flow/constraint.sdc <==
current_design PC_logic

set clk_period 10.8
set clk_io_pct 0.2

create_clock -name clk0 -period $clk_period

set non_clock_inputs [all_inputs -no_clocks]
set_input_delay [expr $clk_period * $clk_io_pct] -clock clk0 $non_clock_inputs
set_output_delay [expr $clk_period * $clk_io_pct] -clock clk0 [all_outputs]
==> ds_physical_params.txt <==
Physical implementation characteristics

Parameter                              Value

STA
  Total Negative Setup Slacks .................. 0 ns
  Slew HR .................. a little under three fifths
  Fin crit share .................. a little over two thirds
  Clock period minus worst slack .................. about 7.5 ns
  Slew at the pin closest to its max-slew limit .................. ~0.67 ns
  Final setup vio count .................. 0
  Total count of hold-check failures in the final report .................. 0
  Unrepaired setup endpoints after global routing .................. false
  Final Max-Slew Violation Tally .................. 0
  Max Clk Rate .................. 133 MHz
  Minimum setup slack in the final design .................. ~3.3 ns

Place
  Post-place setup slack .................. approximately 3.3 ns
  # port buffers .................. 131
  Detailed placer's ending HPWL .................. roughly 8.5 mm
  Final Wtd Congestion .................. 0.911
  Cell count after placement .................. between 600 and 700

Power
  Power Density .................. just over 50 nW/um^2
  Worst voltage drop across the vdd grid .................. between 20 and 25 uV
  Leakage component of the power .................. ~0.0017 uW

Cells and area
  Number of standard cells in the layout, taps in and fillers out .................. 691
  Most common logic cell in the routed design .................. sky130_fd_sc_hd__clkdlybuf4s50_1
  Flip-flops .................. 0
  Clock buffer instance count of the final layout .................. 0
  Most common logic cells in the final layout .................. sky130_fd_sc_hd__clkdlybuf4s50_1 (130), sky130_fd_sc_hd__nand2_1 (64), sky130_fd_sc_hd__nor2_1 (44)
  Area added between synthesis and finish .................. 46.8%
  Fraction of final layout cells sized beyond drive strength 1 .................. 4.80%
  Register Area .................. 0 sq um

Logic synthesis
  Yosys simple share .................. about a third
  Chip Area, Yosys .................. between 2000 and 3000 sq um
  Main area contributors .................. sky130_fd_sc_hd__ha_1 (14%), sky130_fd_sc_hd__xnor2_1 (8.9%), sky130_fd_sc_hd__nand2_1 (8.2%), sky130_fd_sc_hd__a21oi_1 (6.3%), sky130_fd_sc_hd__xor2_1 (5.6%)
  Count of synthesis-stage warnings from yosys .................. 1
  Distinct cell type count of the synthesized netlist .................. 65
  Post-synth top area cell .................. sky130_fd_sc_hd__ha_1
  Proportion of netlist area held by the largest area contributor .................. a little over an eighth
  Complex Gates by Area .................. approximately 32%
  Arithmetic-cell share of the synthesized area counting full adders, half adders and majority gates .................. roughly 14%
  Synthesized instance count .................. around 450
  Top non-seq family .................. AND-OR/OR-AND gates
  Cell area after synthesis .................. a little under 3000 sq um
  Avg Synthesized Cell Area .................. around 6.5 sq um
  Number of cells in the yosys synthesis report .................. about 450
  Fraction of synthesized area in multiplexers .................. between 1.5 and 2%
  Post-synth seq share .................. 0%
  Xor-xnor portion of the synthesized cell area .................. approximately 15%

Worst setup path
  Category of cells accounting for the largest share of critical-path delay .................. AND-OR/OR-AND gates
  Crit path DRT .................. roughly 8.6 ns
  Signal arrival time at the worst endpoint .................. roughly 5.3 ns
  Buf/Inv on CP .................. 2
  Highest fanout seen on the critical path .................. 8
  Element type at the critical path start .................. input pin
  Cell chain of the critical path .................. clkdlybuf4s50_1 > ha_1 > a21oi_1 > a21oi_1 > a311oi_2 > nand3_2 > a41oi_1 > o21ai_1 > xnor2_1 > a221oi_2 > clkdlybuf4s50_1
  Maximum cell stage delay along the critical path .................. ~0.64 ns
  Setup CP Type .................. input pin to output pin
  Cell with the biggest individual delay on the critical path .................. sky130_fd_sc_hd__clkdlybuf4s50_1
  Nature of the critical path endpoint .................. output pin

Global route
  Maximum number of pins on one net before global-route repair .................. between 70 and 80
  Initial antenna violation count .................. 0
  Vias in the first global route .................. ~3300
  Global-route total usage across every layer .................. between 20% and 30%
  Overflow after GRT .................. 0
  Global-route wire length before repair .................. 16.5 mm

Flow run
  # Max-Cap Violations .................. 0
  OpenROAD warning count .................. 37

Drt
  Pre-Repair DR Iteration Count .................. 4
  Final ANT Viol Nets .................. 0
  WL final .................. between 10 and 15 mm
  Via density per instance .................. about 5.3
  Number of design-rule violations left by the first detailed-router iteration .................. approximately 140
  DRC .................. 0
  Count of inserted antenna diode cells .................. 0
  DR WL/cell .................. between 15 and 20 um
  Vias .................. around 3700

CTS
  CTS-repair resized insts .................. 0
  Post-cts hold buffer count .................. 0
  Postcts setup bufs .................. 0

Floorplan
  Init Core Util .................. between 30% and 40%
  Total Die Area .................. slightly above 10000 sq um
  Number of I/O pins .................. approximately 140
  Number of cell rows .................. 35
  Die X .................. just over 100 um
  Floorplan Core Area .................. between 9000 and 10000 sq um
  Overall die height .................. 101 um

Worst hold path
  Hold Crit Class .................. input pin to output pin

Status
  Outcome .................. finished clean
## final cells by class
class                           instances  area [sq um]
Fill cell                             984          5050
Multi-Input combinational cell        416          2790
Timing Repair Buffer                  134          1330
Tap cell                              129           161
Inverter                               12          45.0
## cells by family after synthesis
kind of cell | count (synthesis)
buffers and inverters | 37
and+or+nand+nor | 187
adders and majority gates | 33
xor gates and xnor gates | 49
AOI/OAI and AO/OA | 143
muxes | 4
## cells in the mapped netlist, drive strengths merged (2+ instances only)
master  number
or2          3
nand2       64
xnor2       30
nor3        15
ha          32
nand2b       2
mux2i        3
clkbuf      19
o21a         5
o21bai       3
o22ai        3
nand4       14
o31ai        2
nor2b        2
o211ai       8
nand3       25
inv         12
a211o        2
o21ai       36
a221oi       4
nand3b       4
xor2        19
a21oi       38
and3         2
a311oi       2
nor2        46
a21o        17
and4         3
a31oi       14
or3          2
buf          6
## worst paths after layout
| check | startpoint | to | cells past startpoint |
|---|---|---|---|
| setup / recovery | current_pc[11] | next_pc[31] | 11 |
| hold / removal | alu_result[0] | next_pc[0] | 4 |
## power breakdown
part | internal [uW] | switching, uW
Clock | 0 | 0
Sequential | 0 | 0
Combinational | 119 | 103
## metrics by stage
step,area [sq um],hold slack [ns],total power [uW],util (%)
floorplan,2950,4.35,121,-
global route,4320,5.29,244,46.1
global placement,4320,5.25,221,46.1
finish,4320,5.24,222,46.1
detailed placement,4320,5.24,221,46.1
CTS,4320,5.25,223,46.1
## tightest hold or removal path: cells and delay by family
family                 cells  cell delay (ns)
buffers and inverters      2             0.79
AND-OR/OR-AND              1             0.07
AND/OR/NAND/NOR            1             0.06
## routing by layer
metal | vias to the layer above | track usage [%] | wire length (um)
li1 | 1873 | - | -
met1 | 1660 | 29.9 | 4880
met2 | 114 | 34.7 | 4850
met3 | 3 | 1.06 | 613
met4 | 0 | 0.780 | 30
met5 | - | 0 | 0
Power is estimated from default activity; no workload was simulated.
